==> flow/config.mk <==
export PLATFORM = sky130hd
export DESIGN_NAME = fm_wm_ADDRESS_2
export DESIGN_NICKNAME = fm_wm_ADDRESS_2
export VERILOG_FILES = /design/flow/design.v
export SDC_FILE = /design/flow/constraint.sdc
export NUM_CORES = 4
export LEC_CHECK = 1
export CORE_AREA = 10 10 70 70
export DIE_AREA = 0 0 80 80
==> flow/constraint.sdc <==
current_design fm_wm_ADDRESS_2

set clk_period 1.6
set clk_io_pct 0.2

create_clock -name clk0 -period $clk_period [get_ports {clk}]

set non_clock_inputs [all_inputs -no_clocks]
set_input_delay [expr $clk_period * $clk_io_pct] -clock clk0 $non_clock_inputs
set_output_delay [expr $clk_period * $clk_io_pct] -clock clk0 [all_outputs]
==> flow/design.v <==
module fm_wm_ADDRESS_2
#(
  parameter ADDRESS_WIDTH = 13,
  parameter FEATURE_ROWS = 6,
  parameter WEIGHT_COLS = 3,  
  parameter COUNTER_WEIGHT_WIDTH = $clog2(WEIGHT_COLS),
  parameter COUNTER_FEATURE_WIDTH = $clog2(FEATURE_ROWS)
)
(
  input logic clk,
  input logic reset,
  input logic enable_weight_count,
  input logic enable_feature_count, 
  input logic enable_scratch_pad,
  output logic [ADDRESS_WIDTH - 1:0] mem_address
);
  logic [2:0]feature_count;
  logic [COUNTER_WEIGHT_WIDTH - 1:0]weight_count;
  always@(posedge clk or posedge reset) begin
	if(reset==1'b1)begin
		mem_address<=13'h0;
		feature_count<='0;
		weight_count<='0;
	end
	else begin
		if(feature_count==3'b101&&enable_feature_count==1'b1)begin
			feature_count<='0;
			mem_address<=13'h200;
		end
		else if(enable_feature_count==1'b1| enable_scratch_pad==1'b1) begin
			feature_count<=feature_count+enable_feature_count;
			mem_address<=feature_count+13'h200+enable_feature_count;
		end
		else if(enable_weight_count==1'b1)begin
			if(weight_count==3'b010)begin
				weight_count<='0;
				mem_address<='0;
			end
			else begin
				weight_count<=weight_count+1;
				mem_address<=weight_count+13'h0+1;
			end
		end
	end		
  end
endmodule
==> flow/run.sh <==
#!/bin/bash
# OpenROAD 26Q1-2900-gdf79404cd8, Yosys 0.63+post, stock flow scripts
make -C /OpenROAD-flow-scripts/flow DESIGN_CONFIG=/design/flow/config.mk WORK_HOME=/design/flow/orfs finish
==> reports/results.txt <==
Ys Warns: 1
Post-Syn Area per Cell: 10.18 um2
Mean routed wirelength per cell: 9.831 um
CTS tree: built
Vias: 424
Final worst setup slack: 0.1947 ns
Placer's final routability congestion estimate: 0.7174
Resize count post-CTS: 0
Arrival @ worst endpoint: 1.55 ns
Logic area: 272.8 um2
Fin. max-slew vios: 0
CP required: 1.75 ns
Mux share of post-synthesis cell area: 7.627%
Chip area: 0.006400 mm2
Final Hold Vio Count: 0
Max IR drop VDD: 0.3832 mV
Post-CTS Setup Bufs: 0
Cell Type Count: 25
IO Port Bufs: 9
DRC Markers: 0
Clk sinks: 10
Skew-Pair Late Insertion Delay: 0.26 ns
DP HPWL: 945.8 um
FF/Latch Area: 250.2 um2
Vias per Instance: 3.593
Hold Crit Class: in2async
Achievable Freq: 0.7116 GHz
H-Tree Depth: 1
Crit start category: primary input
Largest net degree at the start of global routing: 11
Clk buf depth: 2
Status: finished, final reports clean
Compound Share, Synth: 16.74%
CTS Hold Buffers Added: 0
Final Cell Area: 749.5 um2
Horiz. Die Dim: 80 um
Most common logic cells in the final layout: 10 x dfrtp_1, 9 x clkdlybuf4s50_1, 8 x conb_1
Xor+xnor area frac: 0%
Syn-to-layout area delta: 26.91%
Pre-Place Util: 17.29%
Most frequent logic cell in the layout: dfrtp_1
Clock Pin Slew Worst Setup and Hold Paths: 0.06 ns
Initial antenna violation count: 0
Max Cap Viol: 0
Root Buffer: clkbuf_4
Basic Gates by Area: 12.50%
Clock Skew: 0.003206 ns
Die height: 80 um
P per Cell Area: 1356 mW/mm2
Iteration count of the initial detailed-routing pass: 4
DP Worst Slack: -0.05789 ns
First-pass GRT wire length: 2028 um
Fill cell count: 378
DRT Wirelength: 1160 um
Final setup viols: 0
ANT cells: 0
Pleak: 0.3273 nW
CP Max Fanout: 7
Setup TNS: 0 ns
Total CTS buffers: 3
Initial DRC count: 9
Vias in the first global route: 446
Hold WS: 0.3445 ns
Post-DRT Antenna Nets: 0
Post-layout min period: 1.405 ns
Register area share after synthesis: 42.37%
Total Routing Usage GR: 3.854%
Share of the cycle needed by the critical path after routing: 87.83%
Synth Instances: 58
Fraction of layout cells with a size suffix above 1: 22.22%
Crit path kind: in2reg
Yosys stat chip area: 590.6 um2
Cell Area, Synth: 590.6 um2
Row Count: 21
Synthesized flop and latch total: 10
Dominant kind of combinational cell: AND-OR/OR-AND gates
RSZ-0062 raised after global routing: false
GRT overflow: 0
Adder share: 4.237%
Post-DP Area: 726.9 um2
Kind of end point of the critical path: register
Yosys Instances: 58
OpenROAD warnings: 25
Core Box Area: 0.003416 mm2
Top Ports: 18
[cell type report]
cell class	instances	area share [%]
multi-input cells	40	36.39
inverters	5	2.504
flip-flops and latches	10	33.39
repair buffers	14	17.03
well taps	46	7.679
clock buffers	3	3.005
[where the power goes]
| part | leakage (nW) | switching [mW] | internal, mW |
|---|---|---|---|
| sequential | 0.120 | 0.105 | 0.354 |
| combinational | 0.193 | 0.139 | 0.253 |
| clock | 0.0138 | 0.0784 | 0.0865 |
[cell usage after synthesis]
library cell  number  area, um2
clkbuf_1           1      3.750
nor2_2             1      6.260
a41oi_2            1      16.27
and2b_1            1      7.510
buf_4              8      60.06
a22o_1             1      8.760
nor2_1             1      3.750
o21ai_0            5      25.02
nand3_1            3      15.01
a31oi_1            1      6.260
buf_6              1      11.26
a32oi_1            1      8.760
nand2_1            2      7.510
nand3b_1           3      22.52
mux2_2             4      45.04
o22a_2             1      10.01
ha_1               2      25.02
conb_1             1      3.750
nor3_1             1      5.000
a221oi_1           1      8.760
a21oi_1            1      5.000
inv_1              5      18.77
nand2b_1           1      6.260
a22o_2             1      10.01
dfrtp_1           10      250.2
[critical path, cell delays in order]
cell             delay [ns]
clkdlybuf4s50_1        0.61
mux2_2                 0.37
a22o_2                 0.25
[cell families (layout without fill, tap and decap cells)]
family	Yosys count	count (layout)
buffers and inverters	15	22
AOI/OAI and AO/OA	13	13
and+or+nand+nor	13	13
other	1	8
adders and majority gates	2	2
DFF	10	10
muxes	4	4
[metrics by stage]
| stage | instances | total power [mW] | utilization [%] |
|---|---|---|---|
| after floorplan | 65 | 0.6983 | - |
| final | 118 | 1.016 | 21.94 |
| after global placement | 115 | 0.8531 | 21.28 |
| after CTS | 118 | 1.035 | 21.94 |
| after global routing | 118 | 1.116 | 21.94 |
| after detailed placement | 115 | 0.8626 | 21.28 |
[worst paths after layout]
check / startpoint / slack [ns] / depth (start not counted) / to
hold / removal: reset / 0.34 / 2 / mem_address[9]
setup reg to reg: feature_count[0] / 0.28 / 3 / feature_count[1]
max in group asynchronous: reset / 0.98 / 2 / feature_count[1]
setup / recovery: enable_weight_count / 0.19 / 3 / mem_address[0]
min in group clk0: mem_address[9] / 0.52 / 2 / mem_address[9]
hold reg to reg: mem_address[9] / 0.52 / 2 / mem_address[9]
[sequential cells by signal, summed over array words and instances, names as in the netlist]
name	flops
mem_address	5
feature_count	3
weight_count	2
[layer usage]
metal  vias to the layer above  routed length [um]  GRT usage, %
met2                        19                 428         5.297
met4                         0                   0             0
li1                        220                   -             -
met3                         0                 117         2.273
met1                       185                 614         5.385
met5                         -                   0             0
Power and IR drop assume default switching activity.

--- ./run.sh ---
#!/bin/bash
# OpenROAD 26Q1-2900-gdf79404cd8, Yosys 0.63+post, stock flow scripts
make -C /OpenROAD-flow-scripts/flow DESIGN_CONFIG=/design/flow/config.mk WORK_HOME=/design/flow/orfs finish
--- ./config.mk ---
export PLATFORM = sky130hd
export DESIGN_NAME = ARG_MAX
export DESIGN_NICKNAME = ARG_MAX
export VERILOG_FILES = /design/flow/design.v
export SDC_FILE = /design/flow/constraint.sdc
export NUM_CORES = 4
export LEC_CHECK = 1
export CORE_AREA = 10 10 70 70
export DIE_AREA = 0 0 80 80
--- ./constraint.sdc ---
current_design ARG_MAX

set clk_period 1.5
set clk_io_pct 0.2

create_clock -name clk0 -period $clk_period [get_ports {clk}]

set non_clock_inputs [all_inputs -no_clocks]
set_input_delay [expr $clk_period * $clk_io_pct] -clock clk0 $non_clock_inputs
set_output_delay [expr $clk_period * $clk_io_pct] -clock clk0 [all_outputs]
--- ./design.v ---
module ARG_MAX
#(
    parameter FEATURE_ROWS = 6,
    parameter WEIGHT_COLS = 3,
    parameter FEATURE_WIDTH = 5,
    parameter WEIGHT_WIDTH = 5,
    parameter DOT_PROD_WIDTH = 16,
    parameter COUNTER_WEIGHT_WIDTH = $clog2(WEIGHT_COLS),
    parameter COUNTER_FEATURE_WIDTH = $clog2(FEATURE_ROWS),
    parameter NUM_OF_NODES = 6,	
    parameter MAX_ADDRESS_WIDTH = 2,
    parameter HALF_CLOCK_CYCLE = 5
)
(
    input logic clk, 
    input logic reset,
    input logic start,
    input logic [COUNTER_FEATURE_WIDTH-1:0] cnt,
    output logic read,
    output logic write,
    output logic done
);
  typedef enum logic [1:0] {
	START,
	READ,
	WRITE,
	DONE
  } state_t;
  state_t current_state, next_state;
  always@(posedge clk or posedge reset)begin
	if(reset==1'b1)begin
		current_state<=START;
	end
	else begin
		current_state<=next_state;
	end
  end
  always_comb begin
	case(current_state)
	START: begin
		read=1'b0;
		write=1'b0;
		done=1'b0;
		if(start==1'b1)begin
			next_state=READ;
		end
		else begin
			next_state=START;
		end
	end
	READ: begin
		read=1'b1;
		write=1'b0;
		done=1'b0;
		next_state=WRITE;
	end 
	WRITE: begin
		read=1'b0;
		write=1'b1;
		done=1'b0;
		if(cnt==3'b101)begin
			next_state=DONE;
		end
		else begin
			next_state=READ;
		end
	end
	DONE: begin
		read=1'b0;
		write=1'b0;
		done=1'b1;
		next_state=DONE;
	end
	endcase
  end
endmodule
==> results.rst <==
Metrics
=======

.. list-table::
   :header-rows: 1

   * - Metric
     - Value
   * - Largest registers
     - current_state x4
   * - Hpwl dp
     - 418 microns
   * - Count of nets left with antenna violations after detail routing
     - 0
   * - Core Region
     - 3416 sq um
   * - R2R Path Start
     - current_state[0]
   * - Overflow after GRT
     - 0
   * - Cell-by-cell listing of the critical path
     - clkdlybuf4s50_1
   * - Type of element launching the critical path
     - flip-flop
   * - Maximum number of pins on one net before global-route repair
     - 5
   * - Number of inserted diodes
     - 0
   * - Endpoint arrival time on the critical path
     - 1.12 ns
   * - Number of antenna violations at the first check in global routing
     - 0
   * - Ratio of cells with drive above 1 in the final layout
     - 0.2083
   * - Worst clock skew
     - 0.009371 ns
   * - Time the worst path needs with I/O delays and setup
     - 1.420 ns
   * - Hold-fix buffers at CTS
     - 0
   * - Critical path endpoint category
     - primary output
   * - Cell taking the most area after synthesis
     - dfrtp_1
   * - Die Span X
     - 80 microns
   * - Overall power after layout
     - 0.2913 mW
   * - Unrepaired setup endpoints after global routing
     - yes
   * - Critical-path top delay cell
     - clkdlybuf4s50_1
   * - Total die area
     - 6400 sq um
   * - Worst slack on hold paths
     - 0.2489 ns
   * - Capture instance of the worst register-to-register path
     - current_state[0]
   * - Dominant cells by area after synthesis
     - dfrtp_1 (47%), dfstp_2 (16%), nand3b_4 (12%)
   * - Syn avg cell area
     - 13.45 sq um
   * - Flop and latch count out of synthesis
     - 4
   * - Final count of pins violating max slew
     - 0
   * - YS warnings
     - 1
   * - Clock tree from TritonCTS
     - done
   * - Max FFs per register
     - 4
   * - Sequential cell area fraction in the yosys report
     - 0.6279
   * - Worst Max-Slew Pin Slew
     - 0.1489 ns
   * - Initial core utilization
     - 0.04725
   * - Register-to-register setup slack
     - 0.74 ns
   * - Detailed-routing iteration count for the pre-antenna-repair pass
     - 1
   * - Finish-stage setup viols
     - 0
   * - Worst voltage drop across the vdd grid
     - 0.3803 mV
   * - Hold Path Class
     - in2async
   * - Via density
     - 2.029
   * - Count of buffer and inverter cells on the critical path
     - 1
   * - Family of cells with the greatest summed delay on the critical path
     - buffers and inverters
   * - Post-synthesis instance total
     - 12
   * - Die Height
     - 80 microns
   * - I/O Buffers
     - 8
   * - Number of DRC violations after detailed routing
     - 0
   * - Leakage Power
     - 0.1264 nW
   * - FMAX
     - 704.4 MHz
   * - Final Hold Vio Count
     - 0
   * - Buffers inserted by post-CTS timing repair
     - 0
   * - Critical path required time
     - 1.20 ns
   * - Summed instance area of the synthesized netlist
     - 161.4 sq um
   * - Mean routed wirelength per cell
     - 7.543 microns
   * - First-pass GRT wire length
     - 883 microns
   * - Max Buffers Root-to-Sink
     - 2
   * - Synthesis-to-finish area growth
     - 100.0%
   * - H-tree Lvls
     - 1
   * - Top cell area share
     - 0.4651
   * - Fraction of the cycle the final worst path needs
     - 0.9464
   * - Wire length reported by the detailed router
     - 528 microns
   * - Worst rel slew slack
     - 0.9000
   * - # fillers
     - 409
   * - Maximum fanout along the worst path
     - 4
   * - Tally of OpenROAD warnings
     - 26
   * - Power per cell area
     - 902.3 nW/um^2
   * - Placer congestion estimate
     - 0.6545
   * - Clk sinks
     - 4
   * - Count of instantiated cells in the yosys netlist
     - 12
   * - 1st-iter DRT viols
     - 0
   * - Register name with the most flops
     - current_state
   * - Clock latency reported for the late side of the worst-skew pair
     - 0.24 ns
   * - Chip area from the yosys synthesis statistics
     - 161.4 sq um
   * - Clock slew at the register clock pins of the worst setup and hold paths
     - 0.05 ns
   * - Number of global-route vias before repair
     - 179
   * - Worst r2r path cells
     - 1
   * - Num rows
     - 21
   * - Result of the run
     - finished clean
   * - Distinct lib cells used
     - 8
   * - Most frequent logic cells in the routed design
     - clkdlybuf4s50_1 (6), clkbuf_4 (3), dfrtp_1 (3)
   * - Critical path class
     - reg2out
   * - Number of buffers added by the clock tree synthesis step
     - 3
   * - Most common library cell in the layout ignoring fill and taps
     - clkdlybuf4s50_1
   * - Clock tree root buffer cell
     - clkbuf_4
   * - Global-route total usage across every layer
     - 0.01833
   * - Worst stage delay on the critical path
     - 0.50 ns
   * - Total vias in the final route
     - 142
   * - Number of violations of the max-capacitance limit
     - 0
   * - Top-Level Pins
     - 9
worst max path at each step:
stage | startpoint | endpoint | cells past startpoint
CTS | current_state[3] | done | 1
global route | current_state[1] | read | 2
finish | current_state[3] | done | 1
stage by stage:
step / setup TNS [ns] / instance area, sq um / worst slack [ns] / cells / utilization
2_1_floorplan: 0 / 161.4 / 0.6441 / 12 / -
3_3_place_gp: 0 / 299.0 / 0.1069 / 66 / 0.08755
3_5_place_dp: 0 / 299.0 / 0.09411 / 66 / 0.08755
4_1_cts: 0 / 322.8 / 0.06671 / 70 / 0.09451
5_1_grt: -0.01303 / 322.8 / -0.01303 / 70 / 0.09451
6_report: 0 / 322.8 / 0.08034 / 70 / 0.09451
area by class of cell:
cell class,instances,area [sq um],area share
Inverter,2,7.507,0.02326
Sequential cell,4,101.3,0.3140
Clock buffer,4,26.28,0.08140
Tap cell,46,57.56,0.1783
Timing Repair Buffer,8,77.57,0.2403
Multi-Input combinational cell,6,52.55,0.1628
routing by layer:
layer	share of wire	vias up	global-route usage
li1	-	64	-
met1	0.66	64	0.02939
met2	0.25	12	0.01605
met3	0.072	2	0.01364
met4	0.015	0	0.005282
met5	0	-	0
what timing repair did:
item                       in CTS  in global routing
gates resized                   2                  0
setup endpoints to repair       2                  1
pin swaps                       0                  0
Yosys cell counts:
| cell | count |
|---|---|
| inv_1 | 2 |
| dfrtp_1 | 3 |
| o21bai_1 | 1 |
| a22o_1 | 1 |
| nor2b_1 | 1 |
| nor3_1 | 2 |
| dfstp_2 | 1 |
| nand3b_4 | 1 |
power breakdown:
group | switching [mW] | internal (mW)
Sequential | 0.00106 | 0.110
Clock | 0.0535 | 0.100
Combinational | 0.00818 | 0.0186
logic make-up after synthesis:
family / count (synthesis) / synth area share
AOI/OAI and AO/OA: 2 / 0.1008
buffers and inverters: 2 / 0.04653
DFF: 4 / 0.6279
and+or+nand+nor: 4 / 0.2248
No activity file was given, so power comes from the tool's default toggle rates.

### /design/flow/run.sh
#!/bin/bash
# OpenROAD 26Q1-2900-gdf79404cd8, Yosys 0.63+post, stock flow scripts
make -C /OpenROAD-flow-scripts/flow DESIGN_CONFIG=/design/flow/config.mk WORK_HOME=/design/flow/orfs finish
### /design/flow/design.v
module FEATURE_COUNTER
#(
  parameter FEATURE_ROWS = 6,
  parameter COUNTER_FEATURE_WIDTH = $clog2(FEATURE_ROWS)
)
(
  input logic clk,
  input logic reset,
  input logic incr,
  output logic [COUNTER_FEATURE_WIDTH-1:0] feature_count
);
always@(posedge clk or posedge reset)begin
	if(reset==1'b1)begin
		feature_count<=6'b0;
	end
	else begin
		if(feature_count==6'b000101&&incr==1'b1)begin
			feature_count<=6'b0;
		end
		else begin
			feature_count<=feature_count+incr;
		end
	end
  end
endmodule
### /design/flow/constraint.sdc
current_design FEATURE_COUNTER

set clk_period 1.1
set clk_io_pct 0.2

create_clock -name clk0 -period $clk_period [get_ports {clk}]

set non_clock_inputs [all_inputs -no_clocks]
set_input_delay [expr $clk_period * $clk_io_pct] -clock clk0 $non_clock_inputs
set_output_delay [expr $clk_period * $clk_io_pct] -clock clk0 [all_outputs]
### /design/flow/config.mk
export PLATFORM = sky130hd
export DESIGN_NAME = FEATURE_COUNTER
export DESIGN_NICKNAME = FEATURE_COUNTER
export VERILOG_FILES = /design/flow/design.v
export SDC_FILE = /design/flow/constraint.sdc
export NUM_CORES = 4
export LEC_CHECK = 1
export CORE_AREA = 10 10 70 70
export DIE_AREA = 0 0 80 80
==> out/qor.txt <==
Maximum number of pins on one net before global-route repair: 5
Clock latency on the worst-skew pair: 0.23 ns
Setup violation total in the final timing report: 2
Register share after synthesis: 51.7%
Setup repair after global routing missed its margin: true
# DRC: 0
Drt first-iter violations: 1
Final slew viol count: 0
Largest regs: feature_count x3
Max reg flops: 3
CTS root buffer: sky130_fd_sc_hd__clkbuf_4
Worst clock skew on the final layout: 0.00271 ns
Crit Path Category: reg2reg
Chip area: 0.00640 mm2
Fmax: 0.895 GHz
Violated checks: setup timing
Clock slew seen by the registers of the worst setup and hold paths: 0.04 ns
Min setup slack post-route: -0.0179 ns
Count of mapped cells out of synthesis: 12
Cell count after placement: 64
Top cell by count, worst path: sky130_fd_sc_hd__ha_4
Outcome: finished, violations left
Sink count of the clock tree: 3
Type of destination of the critical path: flop
First-pass GRT wire length: 703 um
Setup TNS: -0.0295 ns
Count of cell types in the netlist: 7
Final weighted congestion of routability-driven global placement: 0.640
Routed wire length: 469 um
Critical path's top delay family: flip-flops
Post-route total power: 776 uW
Final hold violations: 0
FP Rows: 21
Clock tree from TritonCTS: done
Cell area power density: 2300 mW/mm2
Cell count listed in synth_stat.txt: 12
Reg-to-reg slack, setup: -0.02 ns
Worst r2r dst: feature_count[1]
CP peak stage delay: 0.38 ns
Headroom to the max-slew limit: 88.6%
Crit path buffers/inverters: 1
Path type of the worst min-delay path: in2async
Final core utilization: 9.85%
CP max-delay cell: sky130_fd_sc_hd__dfrtp_1
Crit path DAT: 1.23 ns
Number of buffers created by CTS: 3
Critical path required time: 1.21 ns
Average instance area after synthesis: 12.1 um2
Floorplan die width: 80 um
Overflow left after global routing: 0
Buffer levels on the longest clock path: 2
Cell Area, Synth: 145 um2
Yosys stat area: 145 um2
Fp util: 4.25%
Filler instances: 400
Via count: 136
Least-Margin Pin Slew: 0.171 ns
Overall track demand over capacity in global routing: 1.55%
Via density: 1.94
Dpl ws: -0.290 ns
Period utilisation layout: 102%
Die height: 80 um
Remaining antenna violation count after routing: 0
FF+latch count, synth: 3
Mean routed wirelength per cell: 6.70 um
Worst vdd ir: 0.350 mV
Reg-to-Reg Start: feature_count[0]
Level count of the clock H-tree: 1
Synthesis-to-layout area growth: 132%
Count of warnings emitted by yosys: 1
Worst-path fanout max: 2
Number of antenna violations at the first check in global routing: 1
Cell-by-cell listing of the critical path: buf_6 > ha_4 > ha_4 > a21boi_2
Worst Setup Start Kind: flop
I/O pin total: 6
Min Tclk post-route: 1.12 ns
Number of global-route vias before repair: 151
Post-layout instance count excluding filler cells: 70
Count of TritonRoute iterations in the first routing pass: 2
Number of max-cap violations: 0
Total tool warning count: 27
Register with the most flip-flops: feature_count
Core region area: 0.00342 mm2
Number of cell instances on the worst register-to-register path: 4
Fraction of final layout cells sized beyond drive strength 1: 43.5%
Number of buffer cells added on primary ports: 5
Leakage power: 0.132 nW
cell usage in the layout, fill, tap and decap left out:
cell,n
sky130_fd_sc_hd__clkbuf_1,1
sky130_fd_sc_hd__buf_4,1
sky130_fd_sc_hd__buf_6,1
sky130_fd_sc_hd__dfrtp_1,3
sky130_fd_sc_hd__nand2b_4,1
sky130_fd_sc_hd__clkdlybuf4s50_1,1
sky130_fd_sc_hd__a21boi_1,1
sky130_fd_sc_hd__ha_4,2
sky130_fd_sc_hd__o21ai_2,1
sky130_fd_sc_hd__a21boi_2,1
sky130_fd_sc_hd__dlygate4sd2_1,3
sky130_fd_sc_hd__clkbuf_4,3
sky130_fd_sc_hd__diode_2,1
sky130_fd_sc_hd__inv_1,1
sky130_fd_sc_hd__nand2b_1,1
sky130_fd_sc_hd__and3b_1,1
sky130_fd_sc_hd__clkdlybuf4s15_1,1
worst register-to-register path, cell delays in order, from the launching register on:
cell	delay, ns
sky130_fd_sc_hd__dfrtp_1	0.38
sky130_fd_sc_hd__buf_6	0.13
sky130_fd_sc_hd__ha_4	0.15
sky130_fd_sc_hd__ha_4	0.20
sky130_fd_sc_hd__a21boi_2	0.14
cells in the mapped netlist:
cell type                  number  area share (%)
sky130_fd_sc_hd__dfrtp_1        3              52
sky130_fd_sc_hd__o21ai_1        1             3.4
sky130_fd_sc_hd__ha_1           2              17
sky130_fd_sc_hd__and3b_1        1             6.0
sky130_fd_sc_hd__a21boi_1       2              10
sky130_fd_sc_hd__nand2b_1       2             8.6
sky130_fd_sc_hd__inv_1          1             2.6
routing by layer:
metal	global-route usage (%)	vias to the layer above	part of all wire [%]
met5	0	-	0
met4	0.352	0	0
met3	2.61	0	26
met2	1.85	6	41
met1	1.26	64	32
li1	-	66	-
how the worst max path moves through the flow:
stage,cells past startpoint,endpoint,slack [ns],from
CTS,5,feature_count[2],-0.02,feature_count[0]
finish,4,feature_count[1],-0.02,feature_count[0]
global route,5,feature_count[2],-0.05,feature_count[0]
kinds of logic (layout without fill, tap and decap cells):
| logic type | count (synthesis) | count (layout) | share of synthesized area (%) |
|---|---|---|---|
| AOI/OAI and AO/OA | 3 | 3 | 13.8 |
| DFF | 3 | 3 | 51.7 |
| other | 0 | 1 | 0 |
| and+or+nand+nor | 3 | 3 | 14.7 |
| buffers and inverters | 1 | 12 | 2.58 |
| adders and majority gates | 2 | 2 | 17.2 |
cell type report:
type | count | area [um2] | area share [%]
multi-input cells | 8 | 106 | 31.6
flip-flops and latches | 3 | 75.1 | 22.3
repair buffers | 7 | 65.1 | 19.3
well taps | 46 | 57.6 | 17.1
clock buffers | 4 | 26.3 | 7.81
inverters | 1 | 3.75 | 1.12
diodes | 1 | 2.50 | 0.743
repair_timing:
item	4_1_cts	5_1_grt
setup buffers	1	0
hold buffers	0	0
gates resized	13	0
endpoints found under the setup margin	5	3
pin swaps	1	1
power by group:
group / switching [mW] / internal (mW) / total, mW
sequential: 0.0441 / 0.167 / 0.211
combinational: 0.130 / 0.245 / 0.375
clock: 0.0542 / 0.136 / 0.190
through the flow:
step,cell area [um2],hold slack (ns)
floorplan,145,-0.0264
global placement,260,0.395
detailed placement,260,0.403
CTS,334,0.153
global route,337,0.172
finish,337,0.161
Power is estimated from default activity; no workload was simulated.
